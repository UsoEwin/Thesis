==> design.v <==
`timescale 1ns / 1ps
module filter_12th(clk, reset, x, y) ;
output wire signed [31:0] y;
input wire signed [31:0] x;
wire signed [31:0] b1, b2, b3, b4, b5, b6, b7, b8, b9, b10, b11, b12, b13,
                   a2, a3, a4, a5, a6, a7, a8, a9, a10, a11, a12, a13;
input wire clk, reset ;
wire signed [63:0] b1_in, b2_in, b3_in, b4_in, b5_in, b6_in, b7_in, b8_in, b9_in, b10_in, b11_in, b12_in, b13_in;
wire signed [63:0] a2_out, a3_out, a4_out, a5_out, a6_out, a7_out, a8_out, a9_out, a10_out, a11_out, a12_out, a13_out;
reg signed [63:0] f1_n1, f1_n2, f1_n3, f1_n4, f1_n5, f1_n6, f1_n7, f1_n8, f1_n9, f1_n10, f1_n11, f1_n12; 
wire signed [63:0] f1_n1_input, f1_n2_input, f1_n3_input, f1_n4_input, f1_n5_input, f1_n6_input, f1_n7_input, 
                   f1_n8_input, f1_n9_input, f1_n10_input, f1_n11_input, f1_n12_input, f1_n0; 
assign a2 = -673487322;
assign a3 = 1444823585;
assign a4 = -1840770325;
assign a5 = 1738201652;
assign a6 = -1389590198;
assign a7 = 879689720;
assign a8 = -397472907;
assign a9 = 143716897;
assign a10 = -48595610;
assign a11 = 9124812;
assign a12 = -122278;
assign a13 = 264688;
assign b1 = 5134575;
assign b2 = 0;
assign b3 = -30807452;
assign b4 = 0;
assign b5 = 77018630;
assign b6 = 0;
assign b7 = -102691507;
assign b8 = 0;
assign b9 = 77018630;
assign b10 = 0;
assign b11 = -30807452;
assign b12 = 0;
assign b13 = 5134575;
assign b1_in = b1*x;
assign b2_in = b2*x;
assign b3_in = b3*x;
assign b4_in = b4*x;
assign b5_in = b5*x;
assign b6_in = b6*x;
assign b7_in = b7*x;
assign b8_in = b8*x;
assign b9_in = b9*x;
assign b10_in = b10*x;
assign b11_in = b11*x;
assign b12_in = b12*x;
assign b13_in = b13*x;
assign a2_out = a2*f1_n0;
assign a3_out = a3*f1_n0;
assign a4_out = a4*f1_n0;
assign a5_out = a5*f1_n0;
assign a6_out = a6*f1_n0;
assign a7_out = a7*f1_n0;
assign a8_out = a8*f1_n0;
assign a9_out = a9*f1_n0;
assign a10_out = a10*f1_n0;
assign a11_out = a11*f1_n0;
assign a12_out = a12*f1_n0;
assign a13_out = a13*f1_n0;
assign f1_n1_input = b2_in + f1_n2 - a2_out;
assign f1_n2_input = b3_in + f1_n3 - a3_out;
assign f1_n3_input = b4_in + f1_n4 - a4_out;
assign f1_n4_input = b5_in + f1_n5 - a5_out;
assign f1_n5_input = b6_in + f1_n6 - a6_out;
assign f1_n6_input = b7_in + f1_n7 - a7_out;
assign f1_n7_input = b8_in + f1_n8 - a8_out;
assign f1_n8_input = b9_in + f1_n9 - a9_out;
assign f1_n9_input = b10_in + f1_n10 - a10_out;
assign f1_n10_input = b11_in + f1_n11 - a11_out;
assign f1_n11_input = b12_in + f1_n12 - a12_out;
assign f1_n12_input = b13_in - a13_out;
  assign f1_n0 = $signed((f1_n1 + b1_in) >>> 27);
assign y = f1_n0;
always @ (negedge clk) 
begin
    if (reset)
    begin
        f1_n1 <= 0;
        f1_n2 <= 0; 
        f1_n3 <= 0;
        f1_n4 <= 0;
        f1_n5 <= 0;
        f1_n6 <= 0; 
        f1_n7 <= 0;
        f1_n8 <= 0; 
        f1_n9 <= 0;
        f1_n10 <= 0;
        f1_n11 <= 0;
        f1_n12 <= 0;            
    end
    else 
    begin
        f1_n1 <= f1_n1_input;
        f1_n2 <= f1_n2_input;  
        f1_n3 <= f1_n3_input;
        f1_n4 <= f1_n4_input;
        f1_n5 <= f1_n5_input;
        f1_n6 <= f1_n6_input;      
        f1_n7 <= f1_n7_input;
        f1_n8 <= f1_n8_input;  
        f1_n9 <= f1_n9_input;
        f1_n10 <= f1_n10_input;
        f1_n11 <= f1_n11_input;
        f1_n12 <= f1_n12_input;            
    end
end 
endmodule
==> run.sh <==
#!/bin/bash
# OpenROAD 26Q1-2900-gdf79404cd8, Yosys 0.63+post, stock flow scripts
make -C /OpenROAD-flow-scripts/flow DESIGN_CONFIG=/design/flow/config.mk WORK_HOME=/design/flow/orfs finish
==> config.mk <==
export PLATFORM = sky130hd
export DESIGN_NAME = filter_12th
export DESIGN_NICKNAME = filter_12th
export VERILOG_FILES = /design/flow/design.v
export SDC_FILE = /design/flow/constraint.sdc
export NUM_CORES = 4
export LEC_CHECK = 1
export CORE_UTILIZATION = 50
==> constraint.sdc <==
current_design filter_12th

set clk_period 94.2
set clk_io_pct 0.2

create_clock -name clk0 -period $clk_period [get_ports {clk}]

set non_clock_inputs [all_inputs -no_clocks]
set_input_delay [expr $clk_period * $clk_io_pct] -clock clk0 $non_clock_inputs
set_output_delay [expr $clk_period * $clk_io_pct] -clock clk0 [all_outputs]
==> flow_results.xml <==
<?xml version="1.0" encoding="UTF-8"?>
<metrics>
  <group name="status">
    <metric name="outcome" unit="">complete, but fails checks</metric>
    <metric name="violations" unit="">capacitance limit, slew limit</metric>
  </group>
  <group name="sta">
    <metric name="report.final.hold_viol_count" unit="">0</metric>
    <metric name="rsz0062_at_grt" unit="">no</metric>
    <metric name="max_slew_margin" unit="%">-48.5</metric>
    <metric name="timing.final.setup_violations" unit="">0</metric>
    <metric name="tightestPinTransition" unit="ns">2.23</metric>
    <metric name="fin_skew" unit="ns">0.107</metric>
    <metric name="finalSetupTns" unit="ns">0</metric>
    <metric name="final-max-slew-violation-count" unit="">34</metric>
    <metric name="worst_hold_slack" unit="ns">0.429</metric>
  </group>
  <group name="synthesis">
    <metric name="synthesis_area_per_yosys" unit="sq um">298000</metric>
    <metric name="synth-async-reset-ratio" unit="%">0</metric>
    <metric name="yosys.cell_types.count" unit="">103</metric>
    <metric name="ff_type" unit="">sky130_fd_sc_hd__dfxtp_1</metric>
    <metric name="post_synth.cell_area_avg" unit="sq um">9.67</metric>
    <metric name="mappedNetlistArea" unit="sq um">298000</metric>
    <metric name="yosysSeqAreaShare" unit="%">5.11</metric>
    <metric name="synth.yosys.num_cells" unit="">30800</metric>
    <metric name="synth_cells" unit="">30800</metric>
    <metric name="number_of_enable_type_register_cells_in_the_synthesized_netlist" unit="">0</metric>
    <metric name="ys_seq_elements" unit="">762</metric>
    <metric name="yosysWarningCount" unit="">1</metric>
  </group>
  <group name="final_layout">
    <metric name="post_route_cells_drive_above_1_share" unit="%">5.91</metric>
    <metric name="layout.cells.most_common_list" unit="">sky130_fd_sc_hd__inv_1, sky130_fd_sc_hd__fa_1, sky130_fd_sc_hd__ha_1</metric>
    <metric name="layout_top_cell" unit="">sky130_fd_sc_hd__inv_1</metric>
    <metric name="n_fill_cell" unit="">51800</metric>
    <metric name="area_growth_syn_to_layout" unit="%">9.92</metric>
  </group>
  <group name="clock_tree">
    <metric name="cts_buffers" unit="">120</metric>
    <metric name="max-clock-path-buffers" unit="">4</metric>
    <metric name="clk-insertion-delay-late" unit="ns">1.06</metric>
    <metric name="post_cts_resize_count" unit="">0</metric>
    <metric name="cts_root_buf" unit="">sky130_fd_sc_hd__clkbuf_16</metric>
    <metric name="htree_levels" unit="">3</metric>
    <metric name="post_cts_hold_buffers" unit="">0</metric>
    <metric name="postCtsSetupRepairBufs" unit="">0</metric>
    <metric name="clock_sinks" unit="">762</metric>
    <metric name="cts.clk_slew.worst_paths" unit="ns">0.09</metric>
    <metric name="tritoncts" unit="">done</metric>
  </group>
  <group name="drt">
    <metric name="detail_route.iter0.violations" unit="">25500</metric>
    <metric name="detail_route.wirelength" unit="mm">1840</metric>
    <metric name="drc_errors" unit="">0</metric>
    <metric name="first_pass_iters" unit="">14</metric>
    <metric name="total_number_of_vias" unit="">253000</metric>
    <metric name="detail_route.wl_per_cell" unit="microns">44.6</metric>
    <metric name="antenna_left" unit="">0</metric>
    <metric name="detail_route.vias_per_cell" unit="">6.13</metric>
  </group>
  <group name="place">
    <metric name="routabilityCongestion" unit="">1.29</metric>
    <metric name="numPortBuffers" unit="">65</metric>
    <metric name="dpl.hpwl" unit="mm">1570</metric>
  </group>
  <group name="worst_setup_path">
    <metric name="worst-setup-path-type" unit="">input port to flip-flop</metric>
    <metric name="critPathMostFrequentCell" unit="">sky130_fd_sc_hd__fa_1</metric>
    <metric name="worst_setup_path_start_kind" unit="">input port</metric>
    <metric name="crit_path_max_fanout" unit="">11</metric>
    <metric name="worstPathRequired" unit="ns">47.94</metric>
    <metric name="critical_path.slowest_cell" unit="">sky130_fd_sc_hd__a211oi_1</metric>
    <metric name="setup.worst_path.end_class" unit="">flip-flop</metric>
    <metric name="cp_arrival" unit="ns">46.80</metric>
    <metric name="timing.critical_path.slowest_cell_delay" unit="ns">0.90</metric>
  </group>
  <group name="grt">
    <metric name="number_of_global_route_vias_before_repair" unit="">260000</metric>
    <metric name="use_met2" unit="%">77.6</metric>
    <metric name="grt_antenna_before_repair" unit="">286</metric>
    <metric name="groute.usage.overall" unit="%">66.9</metric>
    <metric name="overflow" unit="">0</metric>
    <metric name="grt_first_pass_wirelength" unit="mm">2430</metric>
    <metric name="gr-usage-met1" unit="%">67.5</metric>
    <metric name="global_route.peak_usage_layer" unit="">met2</metric>
    <metric name="grt_max_degree" unit="">97</metric>
    <metric name="met3_usage" unit="%">58.9</metric>
  </group>
  <group name="floorplan">
    <metric name="boundaryPins" unit="">66</metric>
    <metric name="fp_util" unit="%">50.2</metric>
    <metric name="std_cell_rows" unit="">283</metric>
    <metric name="die_area" unit="sq um">600000</metric>
    <metric name="coreArea" unit="sq um">594000</metric>
    <metric name="die.size.y" unit="microns">775</metric>
    <metric name="die_w" unit="microns">775</metric>
  </group>
  <group name="min_path">
    <metric name="worst_hold_path_type" unit="">flip-flop to flip-flop</metric>
  </group>
  <group name="job">
    <metric name="stage_log_warning_count" unit="">1290</metric>
    <metric name="maxCapViolations" unit="">14</metric>
  </group>
</metrics>
==> cells in the mapped netlist (21+ instances only) <==
cell type | instances | area share (%)
sky130_fd_sc_hd__nand4_1 | 128 | 0.27
sky130_fd_sc_hd__xnor2_1 | 991 | 2.9
sky130_fd_sc_hd__a31oi_1 | 136 | 0.29
sky130_fd_sc_hd__a21boi_0 | 53 | 0.13
sky130_fd_sc_hd__nand2_1 | 702 | 0.88
sky130_fd_sc_hd__nand3_1 | 226 | 0.38
sky130_fd_sc_hd__nor2_1 | 1334 | 1.7
sky130_fd_sc_hd__o21a_1 | 199 | 0.50
sky130_fd_sc_hd__a311oi_1 | 24 | 0.070
sky130_fd_sc_hd__a41oi_1 | 23 | 0.068
sky130_fd_sc_hd__a21o_1 | 786 | 2.0
sky130_fd_sc_hd__a221oi_1 | 26 | 0.076
sky130_fd_sc_hd__o31ai_1 | 71 | 0.18
sky130_fd_sc_hd__nand2b_1 | 237 | 0.50
sky130_fd_sc_hd__fa_1 | 6364 | 43
sky130_fd_sc_hd__a2111oi_0 | 29 | 0.085
sky130_fd_sc_hd__a21oi_1 | 1261 | 2.1
sky130_fd_sc_hd__nor3b_1 | 33 | 0.083
sky130_fd_sc_hd__nor2b_1 | 187 | 0.39
sky130_fd_sc_hd__o211ai_1 | 56 | 0.14
sky130_fd_sc_hd__o2111ai_1 | 22 | 0.065
sky130_fd_sc_hd__o21ai_0 | 763 | 1.3
sky130_fd_sc_hd__a211oi_1 | 119 | 0.30
sky130_fd_sc_hd__o21bai_1 | 212 | 0.53
sky130_fd_sc_hd__or3_1 | 60 | 0.13
sky130_fd_sc_hd__a31o_2 | 33 | 0.097
sky130_fd_sc_hd__ha_1 | 5027 | 21
sky130_fd_sc_hd__a211o_1 | 44 | 0.13
sky130_fd_sc_hd__and2_1 | 94 | 0.20
sky130_fd_sc_hd__xor2_1 | 626 | 1.8
sky130_fd_sc_hd__inv_1 | 9175 | 12
sky130_fd_sc_hd__clkbuf_1 | 197 | 0.25
sky130_fd_sc_hd__and4_1 | 28 | 0.082
sky130_fd_sc_hd__nor3_1 | 224 | 0.38
sky130_fd_sc_hd__nor4_1 | 25 | 0.052
sky130_fd_sc_hd__o31a_1 | 21 | 0.062
sky130_fd_sc_hd__dfxtp_1 | 762 | 5.1
sky130_fd_sc_hd__and3_1 | 122 | 0.26
sky130_fd_sc_hd__or2_2 | 58 | 0.12
sky130_fd_sc_hd__buf_2 | 27 | 0.045
==> sequential cells by signal, summed over array words and instances, names as in the netlist <==
| signal | flops |
|---|---|
| f1_n1 | 64 |
| f1_n4 | 64 |
| f1_n8 | 64 |
| f1_n3 | 64 |
| f1_n12 | 58 |
| f1_n10 | 64 |
| f1_n9 | 64 |
| f1_n11 | 64 |
| f1_n7 | 64 |
| f1_n5 | 64 |
| f1_n6 | 64 |
| f1_n2 | 64 |
==> kinds of logic after synthesis <==
family                     after synthesis  share of synthesized area, %
adders and majority gates            11400                          63.8
xor gates and xnor gates              1624                          4.80
muxes                                   29                         0.104
AOI/OAI and AO/OA                     4099                          8.79
and+or+nand+nor                       3514                          5.55
DFF                                    762                          5.11
buffers and inverters                 9422                          11.9
==> metrics by stage <==
stage               cells  instance area, sq um  setup WS [ns]  utilization (%)
floorplan           30800                298000          0.921                -
global placement    39800                320000           1.20             53.8
detailed placement  39800                320000           1.43             53.8
CTS                 40800                327000           2.31             55.0
global route        41100                328000          0.808             55.1
finish              41200                328000           1.14             55.2
==> worst max-delay path: cells and delay by family <==
kind | cells | cell delay, ns
AND-OR/OR-AND | 24 | 8.67
XOR/XNOR | 3 | 0.69
adder cells (fa/ha/maj) | 26 | 12.60
buffers and inverters | 16 | 3.86
AND/OR/NAND/NOR | 11 | 2.00
==> per-layer routing <==
metal / share of wire, % / up-vias
li1: - / 99400
met1: 29 / 123000
met2: 36 / 22800
met3: 20 / 7672
met4: 14 / 543
met5: 1.4 / -
==> path summary, 6_finish.rpt <==
kind / slack, ns / endpoint / start / depth (start not counted)
max: 1.14 / f1_n6[61] / x[12] / 80
min: 0.43 / f1_n10[0] / f1_n11[0] / 1
max reg2reg: 73.31 / f1_n6[61] / f1_n1[25] / 59
min reg2reg: 0.43 / f1_n10[0] / f1_n11[0] / 1
==> final cells by class <==
type / instances / area, sq um / area share, %
Tap cell: 7837 / 9810 / 2.99
Sequential cell: 762 / 15300 / 4.65
Timing Repair Buffer: 1362 / 10500 / 3.21
Multi-Input combinational cell: 20700 / 250000 / 76.2
Clock buffer: 120 / 3000 / 0.915
Clock inverter: 857 / 4000 / 1.22
Antenna cell: 460 / 1150 / 0.351
Inverter: 9184 / 34500 / 10.5
